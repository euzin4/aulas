==> design/flow/design.v <==
module pvga (
  	input CLOCK_50,
  	output [3:0] VGA_R,
  	output [3:0] VGA_G,
	output [3:0] VGA_B,
 	output VGA_HS,
	output VGA_VS);
reg [10:0] cx = 0;
reg [9:0]  cy = 0;
assign VGA_R = v ? 4'hf : 4'b0;	 
assign VGA_G = v ? 4'hf : 4'b0;  
assign VGA_B = v ? 4'hf : 4'b0;  
wire v = (cx >= 285) & (cx < 1555) & (cy >= 35) & (cy < 515);
assign VGA_HS = cx >= 190;
assign VGA_VS = cy >= 2;
always @(posedge CLOCK_50) begin
	if (cx == 1585) 
    begin
        if (cy == 525) begin
			cy <= 0;
        end
		else 
			cy <= cy + 1;
		cx <= 0;
	end
    else 
    begin
		cx <= cx + 1;
    end
end
endmodule 
==> design/flow/run.sh <==
#!/bin/bash
# OpenROAD 26Q1-2900-gdf79404cd8, Yosys 0.63+post, stock flow scripts
make -C /OpenROAD-flow-scripts/flow DESIGN_CONFIG=/design/flow/config.mk WORK_HOME=/design/flow/orfs finish
==> design/flow/config.mk <==
export PLATFORM = sky130hd
export DESIGN_NAME = pvga
export DESIGN_NICKNAME = pvga
export VERILOG_FILES = /design/flow/design.v
export SDC_FILE = /design/flow/constraint.sdc
export NUM_CORES = 4
export LEC_CHECK = 1
export CORE_AREA = 10 10 113 113
export DIE_AREA = 0 0 123 123
==> design/flow/constraint.sdc <==
current_design pvga

set clk_period 2.1
set clk_io_pct 0.2

create_clock -name clk0 -period $clk_period [get_ports {CLOCK_50}]

set non_clock_inputs [all_inputs -no_clocks]
set_input_delay [expr $clk_period * $clk_io_pct] -clock clk0 $non_clock_inputs
set_output_delay [expr $clk_period * $clk_io_pct] -clock clk0 [all_outputs]
==> results.txt <==
Outcome: complete, but fails checks
Failing checks: setup timing
Combinational power share: 0
Critical path class: register to output pin
Critical path endpoint: VGA_G[3]
Total gr overflow: 0
Fin area: 1830 µm²
Gpl congestion: 0.793
DR DRC count: 0
Antenna Cells: 0
Reg2reg end: cy[2]$_SDFFCE_PN0N_
Most frequent cell after synthesis: nor2_1
Yosys Chip Area: 1220 µm²
Max Clk Rate: 420 MHz
Final Skew: 0.00806 ns
Yosys cell count: 125
Synth top cells by count: 16 x nor2_1, 12 x buf_4, 11 x dfxtp_1
Met3 WL: 89 µm
Seq pwr share: 0.609
First-pass GRT wire length: 4.40 mm
Top cells, area: edfxtp_1 25%, dfxtp_1 18%, buf_4 7.4%
CTS tree: built
Fin cells: 300
Routed Antenna Nets: 0
Top-area cell type share of the netlist area: 0.246
Clk pin slew, worst setup/hold paths: 0.08 ns
Hold Path Class: register to register
Number of global-route vias before repair: 954
Post-synth ARST share: 0
Met1 wire length: 1.26 mm
Count of library flops with an enable pin: 10
Layout Utilization: 0.177
Initial detailed-routing violation count: 26
RSZ-0062 raised after global routing: true
Layout cells sized above 1: 0.415
Dpl ws: -0.288 ns
Ys Warns: 1
Area growth, synth to finish: 49.3%
Slew at the pin closest to its max-slew limit: 0.446 ns
Synthesized instance count: 125
Cycle use final: 1.13
Root Buffer: clkbuf_8
Slowest library cell on the worst path: edfxtp_1
Number of max-cap violations: 0
Final HPWL DP: 1.92 mm
Netlist cell types: 33
Via/cell ratio: 3.26
Total GRT Usage: 0.0343
Initial antenna violation count: 0
Crit path from: cy[1]$_SDFFCE_PN0N_
Sw Ratio: 0.179
H-tree level count: 1
Tally of buffers added on design ports: 14
FP Core Util: 0.118
Total CTS buffers: 3
Syn_area_per_cell: 9.78 µm²
CTS sink cnt: 21
DR top layer: met4
Sw Pwr: 0.125 mW
Die width: 123 µm
CP max stage delay: 0.40 ns
Clock Path Buffers: 2
Worst reg2reg startpoint: cy[2]$_SDFFCE_PN0N_
Avg WL per Cell: 8.48 µm
Min Tclk post-route: 2.38 ns
Data arrival, critical path: 1.96 ns
Final Hold Fails: 0
Synthesized cell area: 1220 µm²
DIE HEIGHT: 123 µm
Hold_sp: cx[10]$_SDFF_PN0_
Number of detailed-route iterations in the first pass: 4
CP startpoint kind: register
Peak VDD IR: 0.188 mV
Via count: 978
Pleak: 0.746 nW
# hold bufs at CTS: 0
Sum Neg Setup Slack: -2.61 ns
CP Max Fanout: 4
CP most frequent cell: buf_6
FP Rows: 37
Flop-to-flop setup slack: 0.42 ns
PwrDens: 382 nW/µm²
Int Power: 0.572 mW
Hold path depth: 2
Placement-stage cell area: 1660 µm²
Setup WS post-layout: -0.281 ns
Crit-path cells: ha_2, o41ai_2, a21oi_1, a41oi_2, a311oi_4, buf_2, buf_6, buf_6, buf_6
# IOs: 15
Clk Latency, worst-skew pair: 0.26 ns
R2R cell count: 5
Largest net degree at the start of global routing: 12
CP Data Required Time: 1.68 ns
Core area: 10300 µm²
Post-synthesis sequential area ratio: 0.426
# setup viols final: 12
Max-slew violations: 0
Met2 wire length: 1.19 mm
Chip area: 15100 µm²
Total Wirelength: 2.54 mm
Total power draw: 0.697 mW
Main synth FF type: dfxtp_1
Tool Warnings: 31
Post-synth top area cell: edfxtp_1
Final hold slack: 0.487 ns
Clk pwr share: 0.391
CP endpoint kind: output pin
DP Cell Count: 289
Fill cell count: 1115
Rel. slew slack: 0.701
Ys flops: 21
==> worst max-delay path, delay by kind of cell (launching register included) <==
family	cells	cell delay (ns)
AND-OR/OR-AND	4	0.61
flip-flops	1	0.40
adder cells (fa/ha/maj)	1	0.23
buffers and inverters	4	0.48
==> cell usage in the layout, fill, tap and decap left out, types with 2 or more instances in the layout <==
cell,count
dfxtp_2,2
dfxtp_1,9
buf_2,5
nand2_1,9
ha_1,5
nand4_1,7
buf_6,14
xor2_1,5
nor4_4,2
clkbuf_8,3
and3_1,3
inv_1,5
edfxtp_1,10
mux2i_1,2
or2_2,2
xnor2_1,10
nand3_1,6
nor2_1,15
buf_4,28
==> how the worst min path moves through the flow <==
stage / end / slack (ns)
6_report: cx[10]$_SDFF_PN0_ / 0.49
5_1_grt: cx[10]$_SDFF_PN0_ / 0.52
4_1_cts: cx[10]$_SDFF_PN0_ / 0.49
==> flip-flops by register name, summed over array words and instances, names as in the netlist <==
register / count
cy: 10
cx: 11
==> kinds of logic after synthesis <==
logic type,count (synthesis),share of synthesized area
AND/OR/NAND/NOR,52,0.231
XOR/XNOR,15,0.107
AND-OR/OR-AND,10,0.0624
buffers and inverters,19,0.0952
adder cells (fa/ha/maj),6,0.0614
flip-flops,21,0.426
multiplexers,2,0.0164
==> layout make-up <==
class                           count  area, µm²  area share
Clock buffer                        4       48.8      0.0267
Inverter                            5       18.8      0.0103
Multi-Input combinational cell     85        657       0.360
Sequential cell                    21        523       0.286
Tap cell                          136        170      0.0932
Timing Repair Buffer               49        408       0.223
==> power by group through the flow <==
| stage | sequential [mW] | clock, mW | combinational (mW) |
|---|---|---|---|
| finish | 0.424 | 0.272 | 0.000000514 |
| global route | 0.424 | 0.290 | 0.000000514 |
| CTS | 0.424 | 0.278 | 0.000000519 |
==> timing repair <==
action	in CTS	in global routing
gates resized	59	10
pin swaps	6	6
setup buffers	5	1
endpoints found under the setup margin	14	14
gates cloned	1	0
==> layer usage <==
layer / vias up / GRT usage
met3: 2 / 0.0106
li1: 512 / -
met1: 459 / 0.0460
met5: - / 0
met4: 0 / 0.00291
met2: 5 / 0.0556
Power figures rest on the tool's default switching activity, not on a simulated workload.
