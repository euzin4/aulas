--- ./design.v ---
module teste(
    input CLOCK_50,
    input [3:0] KEY,
    input [9:0] SW,
    output [7:0] LEDG,
    output [9:0] LEDR
);
reg [25:0] cont=0;
reg um = 0;
assign LEDR = um;
    always@(posedge CLOCK_50) begin
        cont = cont+1;
        if(cont == 0)begin
            um=~um;
        end
    end
endmodule
--- ./run.sh ---
#!/bin/bash
# OpenROAD 26Q1-2900-gdf79404cd8, Yosys 0.63+post, stock flow scripts
make -C /OpenROAD-flow-scripts/flow DESIGN_CONFIG=/design/flow/config.mk WORK_HOME=/design/flow/orfs finish
--- ./config.mk ---
export PLATFORM = sky130hd
export DESIGN_NAME = teste
export DESIGN_NICKNAME = teste
export VERILOG_FILES = /design/flow/design.v
export SDC_FILE = /design/flow/constraint.sdc
export NUM_CORES = 4
export LEC_CHECK = 1
export CORE_AREA = 10 10 94 94
export DIE_AREA = 0 0 104 104
--- ./constraint.sdc ---
current_design teste

set clk_period 6.5
set clk_io_pct 0.2

create_clock -name clk0 -period $clk_period [get_ports {CLOCK_50}]

set non_clock_inputs [all_inputs -no_clocks]
set_input_delay [expr $clk_period * $clk_io_pct] -clock clk0 $non_clock_inputs
set_output_delay [expr $clk_period * $clk_io_pct] -clock clk0 [all_outputs]
==> flow_summary_export.csv <==
group,metric,value,unit
floorplanning,die-area,10800,um2
clocking,clk_latency,0.27,ns
logic_synthesis,ys.flops,27,
critical_path,crit_arrival,2.97,ns
floorplanning,io_pins,33,
outcome,status,"finished, final reports clean",
logic_synthesis,yosys_area,1510,um2
clocking,clockRootBuffer,"clkbuf_8",
critical_path,start_kind,"flip-flop",
placement,dp_hpwl,1.79,mm
route,ant_nets,0,
timing,skew,0.00731,ns
logic_synthesis,synth_async_sr_flop_share,0,%
clocking,cts.clk_slew.worst_paths,0.10,ns
global_routing,first_global_vias,979,
pwr,vdd_drop_max,0.0733,mV
timing,slew_headroom,52.7,%
global_routing,grt_max_degree,17,
route,routed_via_density,3.93,
final_layout,layout_top_cell,"dfxtp_1",
final_layout,final_util,23.3,%
job,warnings,39,
logic_synthesis,synth_area,1510,um2
pwr,powerDensity,165,nW/um2
global_routing,grt_use_total,4.54,%
timing,period_needed,3.00,ns
route,wire_per_inst,9.22,um
critical_path,crit_buf_inv,0,
critical_path,cpMaxStageDelayCell,"nor4_1",
global_routing,grt-ovfl-total,0,
final_layout,finalNonFillerCells,255,
clocking,cts_tree,"yes",
timing,fmax,334,MHz
placement,place.gp.congestion,0.806,
timing,hold_viol,0,
logic_synthesis,synth_cell_types,42,
global_routing,grt_pass1_wl,4.37,mm
critical_path,crit_family,"simple AND/OR/NAND/NOR gates",
timing,fin_hold_ws,0.472,ns
route,vias,1001,
logic_synthesis,synth-main-ff-cell,"dfxtp_1",
logic_synthesis,top_area_share,34.6,%
pwr,leakagePower,0.000540,uW
floorplanning,num_rows,30,
logic_synthesis,synth.area.top_cells,"dfxtp_1 35%, xnor2_1 10%, buf_4 9.5%",
critical_path,cp.required,6.47,ns
logic_synthesis,ys_cells,160,
route,first_pass_iters,4,
final_layout,syn_to_final_growth,5.57,%
job,max_cap_viol_count,0,
global_routing,grt_antenna_before_repair,0,
route,routed_wl,2.35,mm
placement,port_buffers,1,
floorplanning,fp_util,22.0,%
floorplanning,core_area,6830,um2
clocking,cts_buffers,3,
logic_synthesis,syn-mean-instance-area,9.41,um2
clocking,clkSinkCount,27,
final_layout,mostFrequentLayoutCells,"26 x dfxtp_1, 18 x xnor2_1, 17 x conb_1",
critical_path,crit_path_cell_trace,"ha_1, nand3_2, nor4_1, nand3_1, xnor2_1, or4_1, nor4_2",
timing,setup_tns,0,ns
critical_path,worstSetupPathType,"flip-flop to flip-flop",
logic_synthesis,yosysSeqAreaShare,36.6,%
min_path,min_path_type,"flip-flop to flip-flop",
logic_synthesis,synth_warnings,9,
placement,dp.cells,251,
timing,finalSetupViolCount,0,
route,antenna_cells,0,
critical_path,end_kind,"flip-flop",
clocking,ctsResizeCount,0,
critical_path,cp_max_fo,7,
floorplanning,die_w,104,um
timing,worst_pin_slew,0.703,ns
critical_path,rrSetupSlack,3.51,ns
clocking,holdBufCountCts,0,
clocking,clockBufferDepth,2,
route,dr.first_iter.drc_count,37,
final_layout,drive_gt1_share,11.9,%
logic_synthesis,edf_count,1,
critical_path,cp_slowest_stage_delay,0.58,ns
clocking,cts-htree-levels,1,
timing,slew_viol_final,0,
logic_synthesis,synth_top_cell_by_area,"dfxtp_1",
clocking,cts_setup_buffers,0,
route,route.detailed.drc,0,
floorplanning,die_y,104,um
timing,rsz0062_at_grt,"false",
pwr,finalPower,262,uW
timing,finalClockPeriodUsage,46.1,%
logic_synthesis,syn_inst,160,
[cell families (layout without fill, tap and decap cells)]
logic type      after synthesis  after routing  share of synthesized area (%)
compound gates               13             13                           6.48
xor+xnor                     26             26                           15.1
fa+ha+maj                     1              1                          0.831
buf+inv                      26              9                           11.3
flops                        27             27                           36.6
mux                           3              3                           2.08
other cells                   1             17                          0.249
simple gates                 63             63                           27.3
[worst reg2reg max path, stage by stage (launching register included)]
cell and delay (ns):
dfxtp_1 0.44, ha_1 0.32, nand3_2 0.19, nor4_1 0.58, nand3_1 0.17, xnor2_1 0.18
or4_1 0.56, nor4_2 0.26
[metrics by stage]
stage          cell area, um2  setup WS (ns)
6_report                 1590           3.51
5_1_grt                  1590           3.24
4_1_cts                  1590           3.48
3_5_place_dp             1540           3.47
3_3_place_gp             1540           3.45
2_1_floorplan            1570           3.92
[layer usage]
| layer | GRT usage (%) | up-vias | wire length (um) |
|---|---|---|---|
| li1 | - | 534 | - |
| met1 | 6.93 | 447 | 1280 |
| met2 | 6.35 | 18 | 970 |
| met3 | 1.32 | 2 | 85 |
| met4 | 0.398 | 0 | 17 |
| met5 | 0 | - | 0 |
[area by class of cell]
cell class | instances | area [um2]
Multi-Input combinational cell | 123 | 845
Fill cell | 756 | 5240
Clock inverter | 1 | 7.51
Timing Repair Buffer | 1 | 10.0
Clock buffer | 3 | 41.3
Tap cell | 96 | 120
Sequential cell | 27 | 551
Inverter | 4 | 15.0
[where the power goes]
part	total, uW	internal [uW]	switching (uW)
Combinational	0.531	0	0.531
Clock	95.8	43.5	52.3
Sequential	166	166	0
Total	262	210	52.8
[cell usage after synthesis (3+ instances only)]
| cell | count |
|---|---|
| nand3_1 | 12 |
| and3_1 | 3 |
| xnor2_1 | 18 |
| nand4_1 | 5 |
| nand2_1 | 10 |
| nor4_2 | 3 |
| nor2_1 | 5 |
| inv_1 | 4 |
| or2_2 | 3 |
| xor2_1 | 8 |
| buf_4 | 19 |
| nor3_1 | 6 |
| dfxtp_1 | 26 |
[state kept, by name, indices dropped and copies added, names as in the netlist]
register and flops:
cont 26, um 1
[worst paths after layout]
path | startpoint | to | depth (start not counted)
max reg2reg | cont[0] | um | 7
min reg2reg | cont[0] | cont[0] | 1
max | cont[0] | um | 7
min | cont[0] | cont[0] | 1
No activity file was given, so power comes from the tool's default toggle rates.
