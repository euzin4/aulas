[run.sh]
#!/bin/bash
# OpenROAD 26Q1-2900-gdf79404cd8, Yosys 0.63+post, stock flow scripts
make -C /OpenROAD-flow-scripts/flow DESIGN_CONFIG=/design/flow/config.mk WORK_HOME=/design/flow/orfs finish
[config.mk]
export PLATFORM = sky130hd
export DESIGN_NAME = piscaleds
export DESIGN_NICKNAME = piscaleds
export VERILOG_FILES = /design/flow/design.v
export SDC_FILE = /design/flow/constraint.sdc
export NUM_CORES = 4
export LEC_CHECK = 1
export CORE_AREA = 10 10 94 94
export DIE_AREA = 0 0 104 104
[constraint.sdc]
current_design piscaleds

set clk_period 8.2
set clk_io_pct 0.2

create_clock -name clk0 -period $clk_period [get_ports {CLOCK_50}]

set non_clock_inputs [all_inputs -no_clocks]
set_input_delay [expr $clk_period * $clk_io_pct] -clock clk0 $non_clock_inputs
set_output_delay [expr $clk_period * $clk_io_pct] -clock clk0 [all_outputs]
[design.v]
module piscaleds(
input CLOCK_50, 
input [9:0] SW,
output [9:0]LEDR
);
reg [25:0] contador = 0;
reg l = 0;
assign LEDR[0] = l;
assign LEDR[1] = l;
assign LEDR[2] = l;
assign LEDR[3] = l;
assign LEDR[4] = l;
assign LEDR[5] = l;
assign LEDR[6] = l;
assign LEDR[7] = l;
assign LEDR[8] = l;
assign LEDR[9] = l;
always @(posedge CLOCK_50) begin
	contador = contador + 1;
	if(SW[0] == 1) begin
		if(contador == 50000000) begin
		contador = 0;
		l = ~l;
		end
	end
	if(SW[0] == 0) begin
		if(contador == 5000000) begin
		contador = 0;
		l = ~l; 
		end
	end
end
endmodule
==> summary.txt <==
Worst reg2reg path startpoint: contador[0]$_DFF_P_
Delay-heaviest family, CP: simple AND/OR/NAND/NOR gates
Worst stage delay on the critical path: 0.71 ns
Hold depth: 1
Ys flop type: dfxtp_1
Ys cells: 213
Pwr Density: 109 nW/µm²
Row count: 30
Postcts setup bufs: 0
Setup TNS Final: 0 ns
Pre-CTS WS: 4.28 ns
Crit path max fanout: 10
Worst Hold Path EP: contador[24]$_DFF_P_
CP Data Arrival Time: 3.79 ns
AND/OR/NAND/NOR Cells, Area Fraction: 33.9%
Design area: 1910 µm²
Reg2Reg Depth: 8
Yosys aoi share: 11.1%
Crit path time final: 3.62 ns
Post-DP HPWL: 2.75 mm
TritonCTS clock tree: done
Yosys warns: 1
Insertion Delay late pin: 0.27 ns
1st-pass router iterations: 4
Hold Buf Count CTS: 0
Clock Skew: 0.0105 ns
GR Util All Layers: 6.92%
Max Clk Rate: 0.277 GHz
Final setup violation count: 0
Slowest CP cell: nor4_4
Tool warnings: 35
Number of global-route vias before repair: 1,350
P_leak: 0.000604 µW
P&R area growth vs syn: 6.42%
Sink Count: 27
Die H: 104 µm
Post-synth ARST share: 0%
Initial antenna violation count: 0
Most frequent logic cell in the layout: dfxtp_1
Reg clk slew, reported paths: 0.09 ns
Synthesized area: 1790 µm²
Clock buffer depth: 2
Reg-to-reg endpoint: contador[23]$_DFF_P_
Buf+Inv Stages, Crit Path: 1
Cycle use final: 44.1%
Post-route ant nets: 0
Count of final hold-check violations: 0
Fp util: 26.3%
Total Power: 208 µW
Cells along the critical path: clkdlybuf4s50_1 -> nand4_1 -> a221oi_1 -> nand4b_1 -> nor4_4 -> o21ba_1
Starting DRT DRC Count: 98
N_diodes: 0
Die area: 10,800 µm²
Flip-flops with a built-in enable: 0
Via count: 1,435
IO Pins: 21
Port Buf Inserts: 11
CTS Buf Count: 3
Crit path kind: in2reg
GRT Residual Overflow: 0
GP Congestion: 0.846
Post-synth seq share: 30.1%
Largest net degree at the start of global routing: 15
RSZ-0062 raised after global routing: false
Synth cell types: 46
Maximum VDD drop: 0.112 mV
Outcome: complete, no violations
Vias/cell: 4.78
Hold Path Class: reg2reg
Worst Tran Pin Value: 0.687 ns
Worst setup margin: 4.58 ns
WL/cell: 12.6 µm
Share of layout cells above drive strength 1: 6.86%
Clock root buffer: clkbuf_8
Resized cells post-CTS: 0
Dominant combinational family: simple AND/OR/NAND/NOR gates
Drt drc: 0
First-pass GRT wire length: 6.48 mm
Die width: 104 µm
Max Slew Vio Count: 0
XOR/XNOR Fraction of Synth Area: 12.7%
Slew margin rel.: 53.8%
R2r setup slk: 4.89 ns
Startpoint type of the worst setup path: primary input
MUX area fraction: 1.26%
Yosys adder share: 1.39%
Chip area in the Yosys report: 1790 µm²
Placed inst area: 1860 µm²
Max cap viols: 0
Req. time, crit path: 8.37 ns
Core Box Area: 6830 µm²
Hold_sp: contador[24]$_DFF_P_
Commonest cells after routing, fill and taps aside: 27 x dfxtp_1, 25 x nor2_1, 16 x nand3_1, 14 x xnor2_1, 13 x nand2_1
CTS H-tree depth: 1
Drt total wl: 3.78 mm
Mapped Cells: 213
Crit end category: flop
Mean Syn Cell Area: 8.42 µm²
Registers, synthesis: 27
## power breakdown
part           leakage, µW  switching (µW)  internal [µW]
clock network    0.0000228            41.9           34.8
logic             0.000361           0.117          0.417
registers         0.000220               0            131
total             0.000604            42.0            166
## logic make-up after synthesis
kind of cell    after synthesis
compound gates               24
xor+xnor                     26
fa+ha+maj                     2
buf+inv                      27
flops                        27
mux                           2
simple gates                105
## worst max-delay path by stage
stage,from,slack (ns),cells past startpoint,to
after CTS,SW[0],4.58,6,contador[23]$_DFF_P_
after global routing,SW[0],4.45,6,contador[23]$_DFF_P_
final,SW[0],4.58,6,contador[23]$_DFF_P_
## sequential cells by signal (all words and copies together) (netlist names)
register	cells
l	1
contador	26
## synth_stat cells, drive strengths merged (2+ instances only)
library cell,number,area (µm²)
nor2,25,93.8
clkbuf,2,7.51
nand3b,2,15.0
xnor2,14,123
nor4,5,46.3
inv,3,11.3
dfxtp,27,541
or3,5,36.3
nand4b,2,17.5
buf,22,153
ha,2,25.0
o21ai,5,25.0
nand4,14,109
nor2b,3,18.8
and4,4,35.0
a211oi,3,27.5
or4,4,33.8
xor2,12,105
nor3,7,35.0
mux2,2,22.5
nand2,13,48.8
a31oi,2,27.5
a21oi,5,25.0
nand3,16,80.1
## metal layers
| metal | GRT usage, % | vias to the layer above | part of all wire (%) |
|---|---|---|---|
| met1 | 10.0 | 670 | 50 |
| met2 | 11.0 | 19 | 46 |
| met3 | 1.00 | 2 | 3.0 |
| met4 | 0.596 | 0 | 0.95 |
| li1 | - | 744 | - |
| met5 | 0 | - | 0 |
## stage by stage
step | instances | hold slack (ns) | util (%)
3_3_place_gp | 296 | 0.483 | 27.3
4_1_cts | 300 | 0.496 | 27.9
5_1_grt | 300 | 0.522 | 27.9
6_report | 300 | 0.493 | 27.9
2_1_floorplan | 213 | 0.453 | -
3_5_place_dp | 296 | 0.474 | 27.3
## cell type report
type                    count  area (µm²)
fillers                   748        4920
multi-input cells         159        1080
flip-flops and latches     27         541
well taps                  96         120
repair buffers             11         110
clock buffers               4        45.0
inverters                   3        11.3
Power figures rest on the tool's default switching activity, not on a simulated workload.
